===== design/flow/run.sh =====
#!/bin/bash
# OpenROAD 26Q1-2900-gdf79404cd8, Yosys 0.63+post, stock flow scripts
make -C /OpenROAD-flow-scripts/flow DESIGN_CONFIG=/design/flow/config.mk WORK_HOME=/design/flow/orfs finish

===== design/flow/config.mk =====
export PLATFORM = sky130hd
export DESIGN_NAME = data_memory
export DESIGN_NICKNAME = data_memory
export VERILOG_FILES = /design/flow/design.v
export SDC_FILE = /design/flow/constraint.sdc
export NUM_CORES = 4
export LEC_CHECK = 1
export CORE_UTILIZATION = 40
export SYNTH_MEMORY_MAX_BITS = 65536

===== design/flow/constraint.sdc =====
current_design data_memory

set clk_period 112.2
set clk_io_pct 0.2

create_clock -name clk0 -period $clk_period [get_ports {clock}]

set non_clock_inputs [all_inputs -no_clocks]
set_input_delay [expr $clk_period * $clk_io_pct] -clock clk0 $non_clock_inputs
set_output_delay [expr $clk_period * $clk_io_pct] -clock clk0 [all_outputs]

===== design/flow/design.v =====
module data_memory(Mem_read,Mem_write,Mem_write_data,Mem_read_data,Mem_add,clock,reset);
input Mem_read,Mem_write;
input [15:0] Mem_write_data,Mem_add;
output reg [15:0] Mem_read_data;
input clock,reset;
parameter mem_size=512;
reg [15:0] datamem [mem_size-1:0];
integer i;
always @(posedge clock)
begin
if(reset)
begin
for(i=0;i<mem_size-1;i=i+1)
datamem[i]<=16'b0;
end
else
begin
if(Mem_write)
datamem[Mem_add]<=Mem_write_data;
end
end
always @(Mem_read,Mem_add)
begin
if(Mem_read)
Mem_read_data=datamem[Mem_add];
else
Mem_read_data=16'bz;
end
endmodule

==> out/qor.yml <==
run_status:
  run_status: "completed"
clock_tree:
  cts.root.buffer_cell: "clkbuf_16"
  cts_resized: 0
  cts_tree: "built"
  cts.path.max_buffers: 4
  worst_setup_hold_path_clk_slew_ns: 0.06
  total_setup_buffers_inserted_after_cts: 0
  clock-sinks: 8192
  ctsHtreeMaxLevel: 6
  hold_buffers: 0
  cts_buffers: 846
routing:
  drc: 0
  detail_route.wirelength_um: 1260000
  via_count: 228000
  dr.pass1.iters: 6
  via_per_inst: 6.11
  final_antenna_net_count: 0
  routed_wire_length_per_instance_um: 33.8
  first_iter_violations: 18500
synthesis:
  edf_count: 8192
  ys_seq_elements: 8192
  synth_chip_area_um2: 377000
  dominantRegCellSynth: "edfxtp_1"
  ys_seq_share_pct: 65.2
  ys_types: 72
  synth_async_sr_flop_share_pct: 0
  yosys_warnings: 2
  area_of_the_mapped_netlist_um2: 377000
  yosys_cells: 25600
  syn_area_per_cell_um2: 14.8
  synthCells: 25600
floorplan:
  core_area_um2: 940000
  initial_core_util_pct: 40.2
  design.portCount: 52
  die_h_um: 973
  rows: 356
  die_x_um: 973
  die_area_um2: 948000
global_routing:
  grt_pass1_vias: 235000
  track_usage_pct: 28.5
  wire_length_of_the_first_global_routing_pass_um: 1780000
  grt_remaining_overflow: 0
  grt_start_max_net_pins: 239
  antenna_found_initial: 93
worst_hold_path:
  worstHoldStart: "Mem_write_data[10]"
  hold_path_class: "in -> reg"
  timing.hold.worst_path_depth: 2
  holdPathEnd: "datamem[36][10]$_SDFFCE_PN0P_"
power_and_ir_drop:
  power.leakage_nw: 170
  power.density_nw_per_um2: 16.2
  power.share.sequential_pct: 52.7
  max-vdd-ir-drop_uv: 21.5
  share_comb_of_total_power_pct: 7.9
  switching_power_mw: 1.60
  cellInternalPower_mw: 5.12
  sw_frac_of_total_pct: 23.9
  share_clk_of_total_power_pct: 39.4
timing:
  fmax_mhz: 18.3
  timing.slew.headroom_pct: 12.9
  period_used_pct: 48.8
  report.final.hold_viol_count: 0
  tightest_slew_ns: 1.30
  finalWorstPathRequiredPeriod_ns: 54.70
  slew_viol_final: 0
  timing.setup.tns_ns: 0
  grt_setup_unrepaired: "false"
  finish_stage_setup_viols: 0
  final.hold.worst_slack_ns: 21.78
final_layout:
  regMostFlops: "datamem"
  final_layout_size_suffix_gt1_share_pct: 16.9
  largest_register_ffs: 8192
  area.growth.synth_to_final_pct: 10.1
  largest_registers: "datamem x8192"
  most-common-layout-cells: "and3_1 (8,233), edfxtp_1 (8,192), mux4_2 (1,610)"
  layout_top_cell_excl_fill_tap: "and3_1"
critical_path:
  startpoint_type_of_the_worst_setup_path: "primary input"
  critical_path.endpoint_type: "output pin"
  critical_path_arrival_ns: 32.26
  path_class: "in -> out"
  critPathMaxFanout: 50
  critPathRequiredTime_ns: 89.76
placed_design:
  port-buffer-count: 43
  detailed_place_hpwl_um: 763000
  gpl.final_weighted_congestion: 0.979
run:
  max-cap-violations: 0
  warnings: 139
-- metrics by stage --
| step | power, mW | cells | setup WS [ns] | cell area [um^2] | utilization, % |
|---|---|---|---|---|---|
| after floorplan | 3.89 | 25600 | 64.99 | 377000 | - |
| after global placement | 4.12 | 35700 | 57.66 | 390000 | 41.5 |
| after detailed placement | 4.13 | 35700 | 57.69 | 390000 | 41.5 |
| after CTS | 6.74 | 37300 | 57.68 | 415000 | 44.2 |
| after global routing | 6.89 | 37300 | 57.35 | 415000 | 44.2 |
| final | 6.73 | 37400 | 57.50 | 415000 | 44.2 |
-- power groups by stage --
stage / clock [mW] / sequential (mW) / combinational [mW]
4_1_cts: 2.67 / 3.55 / 0.522
5_1_grt: 2.78 / 3.56 / 0.550
6_report: 2.65 / 3.55 / 0.529
-- cells in the mapped netlist (174+ instances only) --
library cell	instances	area (um^2)
a221oi_1	174	1520
nand2_1	249	935
clkbuf_1	3060	11500
o22ai_1	223	1400
a21o_1	512	3840
and3_1	8234	51500
a22oi_1	344	2580
buf_2	416	2080
mux4_2	1610	36300
edfxtp_1	8192	246000
a21oi_1	185	926
mux2i_1	949	9500
-- metal layers --
metal  vias up  track usage (%)  wire length, um
met5         -             4.63             5470
met4       138             12.3            71300
met3      2508             21.8           226000
met2     13600             39.6           555000
met1    114000             33.2           403000
li1      97800                -                -
-- cell families after synthesis --
kind of cell           count (synthesis)  synth area share, %
buffers and inverters               3684                 4.02
and+or+nand+nor                     9162                 14.9
DFF                                 8192                 65.2
muxes                               2606                 12.3
AOI/OAI and AO/OA                   1909                 3.64
-- worst max-delay path by stage --
| stage | from | to | slack [ns] | cells past startpoint |
|---|---|---|---|---|
| after global routing | Mem_add[1] | Mem_read_data[12] | 57.35 | 18 |
| final | Mem_add[1] | Mem_read_data[12] | 57.50 | 18 |
| after CTS | Mem_add[1] | Mem_read_data[12] | 57.68 | 18 |
-- worst max-delay path, stage by stage --
cell	delay (ns)
buf_16	0.30
buf_4	0.58
buf_4	0.66
buf_4	0.61
buf_4	0.66
buf_4	0.61
buf_4	0.57
buf_4	0.62
buf_4	0.71
buf_4	0.57
mux2i_1	0.25
o22ai_1	0.10
nor2_1	0.38
nand3_1	0.14
o21bai_1	0.67
nand4_1	0.54
or4_1	0.93
clkdlybuf4s50_1	0.54
-- cell type report --
| cell class | instances | area, um^2 |
|---|---|---|
| fill | 80000 | 524000 |
| sequential | 8192 | 246000 |
| multi-input combinational | 13700 | 117000 |
| clock buffer | 1095 | 22300 |
| tap | 12500 | 15700 |
| timing repair buffer | 1345 | 10900 |
| clock inverter | 430 | 3200 |
| antenna | 82 | 205 |
| inverter | 5 | 31.3 |
Power figures rest on the tool's default switching activity, not on a simulated workload.
