==> flow/run.sh <==
#!/bin/bash
# OpenROAD 26Q1-2900-gdf79404cd8, Yosys 0.63+post, stock flow scripts
make -C /OpenROAD-flow-scripts/flow DESIGN_CONFIG=/design/flow/config.mk WORK_HOME=/design/flow/orfs finish
==> flow/config.mk <==
export PLATFORM = sky130hd
export DESIGN_NAME = RegisterFile
export DESIGN_NICKNAME = RegisterFile
export VERILOG_FILES = /design/flow/design.v
export SDC_FILE = /design/flow/constraint.sdc
export NUM_CORES = 4
export LEC_CHECK = 1
export CORE_UTILIZATION = 30
==> flow/design.v <==
module RegisterFile
(data_read0, 
data_read1, 
data_write, 
data_read0_address, 
data_read1_address, 
data_write_address, 
clock,
reg_write_enable);
input [15:0] data_write;
input [2:0] data_read0_address, data_read1_address, data_write_address;
input clock, reg_write_enable;
output [15:0] data_read0, data_read1;
reg [15:0] regfile [7:0];
integer i;
initial
begin
for (i = 0; i < 7; i = i + 1) begin
            regfile[i] = 16'b0;
end
end
always @(posedge clock)
begin
if(reg_write_enable)
regfile[data_write_address]<=data_write;
end
assign data_read0=regfile[data_read0_address];
assign data_read1=regfile[data_read1_address];
endmodule
==> flow/constraint.sdc <==
current_design RegisterFile

set clk_period 4.4
set clk_io_pct 0.2

create_clock -name clk0 -period $clk_period [get_ports {clock}]

set non_clock_inputs [all_inputs -no_clocks]
set_input_delay [expr $clk_period * $clk_io_pct] -clock clk0 $non_clock_inputs
set_output_delay [expr $clk_period * $clk_io_pct] -clock clk0 [all_outputs]
==> impl_metrics.csv <==
group,metric,value,unit
clock_network,cts_setup_buffers,0,
floorplanning,die_w,144,um
routing,top_layer,"met4",
synth,largest_area_cell,"edfxtp_1",
floorplanning,rows,51,
cells_and_area,largest_reg_flops,128,
clock_network,cts_made_buffers,17,
routing,drc,0,
routing,dr.pass1.iters,4,
synth,area_leaders,"edfxtp_1, mux4_1, mux2_2",
power_and_ir_drop,p_leak,2.54,nW
synth,synth_cells,255,
global_route,antenna_found_initial,0,
synth,synthesis.area,6040,sq um
timing,rsz0062_at_grt,"false",
clock_network,cts-root-buf,"clkbuf_16",
timing,slew_violations,0,
routing,num_antenna_cells,0,
run,warnings,25,
synth,avgSynthCellArea,23.7,sq um
run_status,status,"completed",
worst_setup_path,arrival,2860,ps
timing,fin_crit,3740,ps
synth,ys_cells,255,
floorplanning,die_area,20700,sq um
global_route,overflow,0,
clock_network,cts.sinks,128,
placed_design,dp.cells,574,
cells_and_area,syn_to_final_growth,24.6,%
routing,wl_met3,1580,um
power_and_ir_drop,intPower,0.00243,W
power_and_ir_drop,pwr-share-seq,46.5,%
clock_network,clkTransAtPathRegs,50,ps
cells_and_area,comb_area,2080,sq um
placed_design,place_congestion,0.728,
synth,postSynthSeqShare,63.6,%
placed_design,port_buffers,58,
timing,relSlewSlack,69.0,%
routing,wl_met1,4400,um
worst_setup_path,cp.required,3520,ps
clock_network,hold_buffers,0,
timing,worstMarginPinSlew,466,ps
global_route,grt.total_usage,13.5,%
synth,ys_seq_elements,128,
routing,route.final.wire_length,12300,um
synth,yosysUniqueCellTypes,12,
power_and_ir_drop,power.switching,0.000582,W
run,maxCapViolations,0,
worst_hold_path,min_path_type,"input port to flip-flop",
power_and_ir_drop,power.share.clock,44.4,%
floorplanning,initial_core_util,30.9,%
clock_network,cts_resized,0,
floorplanning,die_y,144,um
routing,drtIter0Drc,75,
worst_setup_path,end_kind,"output port",
placed_design,dp_hpwl,7200,um
synth,ys_chip_area,6040,sq um
global_route,grt_pass1_wl,18500,um
clock_network,htreeDepth,4,
worst_setup_path,cp_max_fo,32,
timing,finalSetupViolations,0,
routing,vias,3018,
floorplanning,core,19600,sq um
cells_and_area,n_fill_cell,1736,
global_route,grt_pass1_vias,3271,
routing,wl_met2,6190,um
routing,ant_nets,0,
power_and_ir_drop,max-vdd-ir-drop,0.263,mV
cells_and_area,drive_gt1_share,25.2,%
floorplanning,io_pins,59,
timing,finalSetupTns,0,ps
power_and_ir_drop,swShare,19.3,%
timing,fmax,268,MHz
worst_setup_path,path_class,"input port to output port",
cells_and_area,fin_cells,606,
power_and_ir_drop,power.density,400,nW/um^2
timing,hold_viol,0,
synth,ys_warn_count,1,
timing,period_used_share,85.0,%
worst_setup_path,start_kind,"input port",
synth,top_area_share,63.6,%
cells_and_area,seq_area,3840,sq um
cells_and_area,reg_top3,"regfile (128)",
routing,routedWlPerCell,20.3,um
power_and_ir_drop,pwr-share-comb,9.1,%
cells_and_area,regMostFlops,"regfile",
clock_network,clk_path_buf_depth,2,
clock_network,cts_tree,"built",
global_route,grt_max_degree,33,
routing,avgViaCountPerCell,4.98,
timing,holdWs,1190,ps
power_and_ir_drop,finalPower,0.00301,W
-- synth_stat cells, drive strengths merged --
library cell	count
clkbuf	4
nand2	2
buf	14
nand2b	3
nor3	2
mux2	32
nor2	6
mux4	64
edfxtp	128
-- worst paths after layout --
| kind | startpoint | end | depth (start not counted) |
|---|---|---|---|
| worst max-delay path | data_read0_address[2] | data_read0[8] | 5 |
| worst min-delay path | data_write[12] | regfile[2][12] | 1 |
-- logic make-up after synthesis --
family	count (synthesis)	share of synthesized area, %
and+or+nand+nor	13	0.973
DFF	128	63.6
buffers and inverters	18	2.15
muxes	96	33.3
-- layer usage --
layer | up-vias | GRT usage (%)
met2 | 164 | 21.2
li1 | 1324 | -
met3 | 9 | 8.86
met4 | 0 | 1.68
met1 | 1521 | 16.3
met5 | - | 0
-- cells in the final DEF, fill, tap and decap left out, types with 4 or more instances in the layout --
master           instances
buf_4                   12
clkbuf_16               17
clkdlybuf4s50_1         56
clkinv_1                 4
clkinv_2                 6
edfxtp_1               128
mux2_2                  32
mux4_1                  56
mux4_2                   8
nor2_1                   6
-- critical path, cell delays in order --
cell and delay [ps]:
clkdlybuf4s50_1 460, buf_4 400, mux4_1 390, mux2_2 310, clkdlybuf4s50_1 410
-- per-stage QoR --
| stage | util [%] | cell area [sq um] | worst slack [ps] |
|---|---|---|---|
| finish | 38.4 | 7530 | 662 |
| global route | 38.4 | 7530 | 559 |
| CTS | 38.4 | 7530 | 630 |
| detailed placement | 35.5 | 6960 | 640 |
| global placement | 35.5 | 6960 | 642 |
| floorplan | - | 6040 | 1620 |
-- power by group through the flow --
stage	clock, W	combinational (W)	sequential, W
finish	0.00134	0.000274	0.00140
global route	0.00142	0.000299	0.00140
CTS	0.00136	0.000282	0.00140
-- cell type report --
| type | instances | share of cell area, % |
|---|---|---|
| Multi-Input combinational cell | 109 | 27.6 |
| Clock inverter | 15 | 1.99 |
| Sequential cell | 128 | 51.0 |
| Clock buffer | 17 | 5.65 |
| Timing Repair Buffer | 72 | 9.30 |
| Tap cell | 265 | 4.40 |
Power figures rest on the tool's default switching activity, not on a simulated workload.
