[/design/flow/run.sh]
#!/bin/bash
# OpenROAD 26Q1-2900-gdf79404cd8, Yosys 0.63+post, stock flow scripts
make -C /OpenROAD-flow-scripts/flow DESIGN_CONFIG=/design/flow/config.mk WORK_HOME=/design/flow/orfs finish
[/design/flow/config.mk]
export PLATFORM = sky130hd
export DESIGN_NAME = ID_EX_reg
export DESIGN_NICKNAME = ID_EX_reg
export VERILOG_FILES = /design/flow/design.v
export SDC_FILE = /design/flow/constraint.sdc
export NUM_CORES = 4
export LEC_CHECK = 1
export CORE_UTILIZATION = 40
[/design/flow/design.v]
module ID_EX_reg(WB_in,Mem_in,Ex_in,data_read1_in,data_read2_in,
PC_plus_1_in,Zero_pad_in_ID_EX,
Dest_in_ID_EX,src1_in,src2_in,sign_ext6_in,
valid_in,opcode_in,
WB_out,Mem_out,Ex_out, data_read1_out,data_read2_out,Zero_pad_out_ID_EX,
Dest_out_ID_EX,
PC_plus_1_out,clock,reset,src1_out,
src2_out,sign_ext6_out,opcode_out,valid_out);
input [2:0] WB_in;
input [1:0] Mem_in;
input [3:0] Ex_in;
input [15:0] data_read1_in,data_read2_in,PC_plus_1_in,Zero_pad_in_ID_EX;
input clock,reset;
input [2:0] Dest_in_ID_EX;
input [3:0] src1_in,src2_in;
input [15:0] sign_ext6_in;
input [3:0] opcode_in;
input valid_in;
output reg [2:0] WB_out;
output reg [1:0] Mem_out;
output reg [3:0] Ex_out;
output reg [15:0] data_read1_out,data_read2_out,PC_plus_1_out,Zero_pad_out_ID_EX;
output reg [2:0] Dest_out_ID_EX;
output reg [3:0] src1_out,src2_out;
output reg [15:0] sign_ext6_out;
output reg [3:0] opcode_out;
output reg valid_out;
initial
begin
WB_out=3'b0;
Mem_out=2'b0;
Ex_out= 4'b0;
data_read1_out=16'b0;
data_read2_out=16'b0;
PC_plus_1_out=16'b0;
Zero_pad_out_ID_EX = 16'b0;
Dest_out_ID_EX = 3'b0;
src1_out=4'b0;
src2_out=4'b0;
sign_ext6_out=16'b0;
valid_out=1'b0;
opcode_out=4'b0;
end
always @(posedge clock)
begin
if(reset)
begin
WB_out<=3'b0;
Mem_out<=2'b0;
Ex_out<= 4'b0;
data_read1_out<=16'b0;
data_read2_out<=16'b0;
PC_plus_1_out<=16'b0;
src1_out<=4'b0;
src2_out<=4'b0;
Zero_pad_out_ID_EX <= 16'b0;
Dest_out_ID_EX <= 3'b0;
sign_ext6_out<=16'b0;
valid_out<=1'b0;
opcode_out<=4'b0;
end
else
begin
WB_out<=WB_in;
Mem_out<=Mem_in;
Ex_out<=Ex_in;
data_read1_out<=data_read1_in;
data_read2_out<=data_read2_in;
PC_plus_1_out<=PC_plus_1_in;
Zero_pad_out_ID_EX <= Zero_pad_in_ID_EX;
Dest_out_ID_EX <= Dest_in_ID_EX;
src1_out<=src1_in;
src2_out<=src2_in;
sign_ext6_out<=sign_ext6_in;
valid_out<=valid_in;
opcode_out<=opcode_in;
end
end
endmodule
[/design/flow/constraint.sdc]
current_design ID_EX_reg

set clk_period 1.0
set clk_io_pct 0.2

create_clock -name clk0 -period $clk_period [get_ports {clock}]

set non_clock_inputs [all_inputs -no_clocks]
set_input_delay [expr $clk_period * $clk_io_pct] -clock clk0 $non_clock_inputs
set_output_delay [expr $clk_period * $clk_io_pct] -clock clk0 [all_outputs]
==> results_dict.tcl <==
# place-and-route summary
set metrics [dict create \
    internal_power_mw 6.563 \
    worstSetupPathType "reg -> out" \
    hold_class "in -> reg" \
    antenna_found_initial 0 \
    grt_start_max_net_pins 52 \
    ys_sh_xor 0 \
    timing.final.crit_share 0.9682 \
    gp_congestion 0.7452 \
    clockPowerShare 0.353 \
    path_max_fanout 1 \
    synth_top_area_share 0.7401 \
    rows 30 \
    ctsHoldBuffers 0 \
    place_inst 520 \
    drive_above_1_share 0.3000 \
    topCellsByArea "dfxtp_1, nor2b_1, buf_6" \
    leakage_nw 2.167 \
    synth_stat.cells 221 \
    core_um2 6832 \
    numCtsBuffers 9 \
    cts_max_level 3 \
    fa_ha_area_frac 0 \
    drt_iter0_drc 40 \
    grt_pass1_vias 2006 \
    vias 2138 \
    ys_warn_count 1 \
    postSynthSeqShare 0.7401 \
    required_ns 0.80 \
    die_h_um 86.27 \
    die_w_um 86.27 \
    logic_family "simple AND/OR/NAND/NOR gates" \
    warning_count 27 \
    cap_violations 0 \
    synthCells 221 \
    switching_share 0.1915 \
    sequentialPowerShare 0.548 \
    synth.distinct_cells 5 \
    cts-root-buf "clkbuf_8" \
    synth_top_cell_by_area "dfxtp_1" \
    fp_util 0.4158 \
    slowest_delay_ns 0.32 \
    finalSetupTns_ns 0 \
    syn_avg_cell_area_um2 12.85 \
    ys_sh_simple 0.2313 \
    chip_area_um2 7442 \
    muxShareOfSynthArea 0 \
    cp-end-kind "output pin" \
    crit_chain "buf_6" \
    hpwl_mm 5.176 \
    power_mw 8.118 \
    cellPowerDensity_nw_per_um2 1703 \
    grt_pass1_wl_mm 10.09 \
    cts_sinks 105 \
    grtUsageTotal 0.1838 \
    setup_viol 0 \
    ys_area_um2 2840 \
    first_pass_iters 3 \
    finalHoldViolations 0 \
    rsz0062_at_grt "yes" \
    syn_to_final_growth_pct 67.84 \
    synth_flops 105 \
    slew_headroom 0.8529 \
    syn_area_um2 2840 \
    grt-ovfl-total 0 \
    crit_slowest_cell "dfxtp_2" \
    postRouteAntennaNets 0 \
    slew_violations 0 \
    peakVddDrop_uv 764.3 \
    cts_tree "built" \
    wl_per_cell_um 12.85 \
    post_cts_buffers 0 \
    wl_mm 6.885 \
    outcome "complete, no violations" \
    aoi_share 0 \
    placed_cell_area_um2 5049 \
    startpoint_type "register" \
    cpLargestDelayFamily "flip-flops" \
    drc_errors 0 \
    final.min_clock_period_ns 0.9682 \
    numPortBuffers 211 \
    diodes 0 \
    comb_power_share 0.099 \
    ios 212 \
    clk_transition_reported_paths_ns 0.09 \
    hold_slack_ns 0.2611 \
    tightest_slew_ns 0.2206 \
    path_buffers 1 \
    final_cell_count_no_fill 536 \
    cp.arrival_ns 0.77 \
    clockBufferDepth 2 \
    timing.fmax_ghz 1.033 \
    avgViaCountPerCell 3.989 \
    final_cell_area_um2 4767 \
    switchingPower_mw 1.555 \
]
[through the flow]
stage               utilization  setup WS [ns]
floorplan                     -         0.3420
global placement         0.7390       0.001731
detailed placement       0.7390       0.001212
CTS                      0.6965       0.008858
global route             0.6978       -0.01443
finish                   0.6978        0.03183
[cell type report]
class,count,area (µm²)
sequential,105,2111
timing repair buffer,214,1650
fill,551,2064
clock inverter,5,77.57
tap,96,120.1
multi-input combinational,105,656.9
clock buffer,11,151.4
[Yosys cell counts]
cell	n
buf_4	3
buf_2	5
dfxtp_1	105
buf_6	3
nor2b_1	105
[worst paths after layout]
| path | startpoint | end | cells past startpoint |
|---|---|---|---|
| setup / recovery | PC_plus_1_out[4]$_SDFF_PP0_ | PC_plus_1_out[4] | 1 |
| hold / removal | reset | sign_ext6_out[5]$_SDFF_PP0_ | 3 |
[layout by cell type, fill, tap and decap left out, drive strengths merged]
master / n
buf: 109
clkbuf: 11
dfxtp: 105
clkinv: 2
nor2b: 105
bufinv: 2
clkdlybuf4s50: 105
clkinvlp: 1
[routing by layer]
metal  GRT usage  vias to the layer above  wire [µm]
met5           0                        -          0
met2      0.2987                      134       3157
met1      0.2319                      912       2677
met3     0.08502                        9        940
met4     0.03788                        0        110
li1            -                     1083          -
[power groups by stage]
stage	combinational [mW]	clock, mW	sequential (mW)
final	0.808	2.86	4.45
after CTS	0.821	2.94	4.45
after global routing	0.890	3.10	4.47
[sequential cells by signal, summed over array words and instances (netlist names), 4 cells and up]
signal and cells:
PC_plus_1_out 16, data_read1_out 16, Ex_out 4, data_read2_out 16, opcode_out 4, Zero_pad_out_ID_EX 16
src1_out 4, src2_out 4, sign_ext6_out 16
[repair_timing]
| item | 4_1_cts | 5_1_grt |
|---|---|---|
| resized | 331 | 3 |
| pin swaps | 0 | 0 |
| setup endpoints to repair | 105 | 22 |
[cell families after synthesis]
family | after synthesis
buffers and inverters | 11
DFF | 105
and+or+nand+nor | 105
